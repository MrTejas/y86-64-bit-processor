## flow/config.mk

```make
export PLATFORM = sky130hd
export DESIGN_NAME = pc_update
export DESIGN_NICKNAME = pc_update
export VERILOG_FILES = /design/flow/design.v
export SDC_FILE = /design/flow/constraint.sdc
export NUM_CORES = 4
export LEC_CHECK = 1
export CORE_AREA = 10 10 161 161
export DIE_AREA = 0 0 171 171
```

## flow/constraint.sdc

```tcl
current_design pc_update

set clk_period 10.0
set clk_io_pct 0.2

create_clock -name clk0 -period $clk_period [get_ports {clk}]

set non_clock_inputs [all_inputs -no_clocks]
set_input_delay [expr $clk_period * $clk_io_pct] -clock clk0 $non_clock_inputs
set_output_delay [expr $clk_period * $clk_io_pct] -clock clk0 [all_outputs]
```

## flow/design.v

```verilog
module pc_update(clk, icode, cnd, PC_new, valC, valM, valP);
input [3:0] icode;
input cnd,clk;
input [63:0] valC, valM, valP;
output reg [63:0] PC_new;
always@(posedge clk)
begin
    case(icode)
        4'b0000: PC_new <= 0;
        4'b0001: PC_new <= valP;
        4'b0010: PC_new <= valP;
        4'b0011: PC_new <= valP;
        4'b0100: PC_new <= valP;
        4'b0101: PC_new <= valP;
        4'b0110: PC_new <= valP;
        4'b0111: PC_new <= (cnd==1) ? valC:valP;
        4'b1000: PC_new <= valC;
        4'b1001: PC_new <= valM;
        4'b1010: PC_new <= valP;
        4'b1011: PC_new <= valP;
    endcase
end
endmodule
```

## flow/run.sh

```bash
#!/bin/bash
# OpenROAD 26Q1-2900-gdf79404cd8, Yosys 0.63+post, stock flow scripts
make -C /OpenROAD-flow-scripts/flow DESIGN_CONFIG=/design/flow/config.mk WORK_HOME=/design/flow/orfs finish
```

==> reports/README.md <==
| Result | Value | Unit |
|---|---|---|
| Status | finished clean | - |
| Wire per inst | 20.13 | um |
| Yosys warnings | 1 | - |
| Relative contribution of sequential cells to total power | 0.376 | - |
| Number of warnings the tools reported | 25 | - |
| Initial antenna violation count | 0 | - |
| Count of flip-flops with a built-in enable after synthesis | 64 | - |
| Number of top-level pins | 262 | - |
| Non-filler instance count after layout | 963 | - |
| Net switching power figure | 222.0 | uW |
| Drt total wl | 19390 | um |
| CTS resizes | 0 | - |
| Maximum number of pins on one net before global-route repair | 69 | - |
| CTS max path bufs | 2 | - |
| Vias after detailed routing | 4612 | - |
| CP most frequent cell | sky130_fd_sc_hd__buf_4 | - |
| Top cell area share | 0.4038 | - |
| Area fraction in mux cells | 0.1909 | - |
| Power Dens Cells | 117.3 | nW/um^2 |
| Arithmetic-cell share of the synthesized area counting full adders, half adders and majority gates | 0 | - |
| RSZ-0062 raised after global routing | no | - |
| Synth Area in Compound Gates | 0.2203 | - |
| Core utilization at floorplan | 0.2109 | - |
| Area leader, netlist | sky130_fd_sc_hd__edfxtp_1 | - |
| Transition time at the pin with the least slew margin | 0.8402 | ns |
| Required time of the critical path | 10.17 | ns |
| Simple-gate portion of the synthesized area | 0.07729 | - |
| DP Wirelength | 13420 | um |
| Path category of the worst min-delay check | input port to register | - |
| Setup violations, final | 0 | - |
| Number of nets still failing antenna checks after routing | 0 | - |
| Ratio of final minimum period to clock period | 0.4299 | - |
| Sort of element at the end of the critical path | register | - |
| Global-route wire length before repair | 28090 | um |
| Worst voltage drop across the vdd grid | 0.05404 | mV |
| Number of remaining DRC errors | 0 | - |
| Number of sinks handled by clock tree synthesis | 64 | - |
| Die Outline Area | 29240 | sq um |
| Placeable core region | 22570 | sq um |
| Top cells by area | sky130_fd_sc_hd__edfxtp_1 (40%), sky130_fd_sc_hd__mux2_4 (16%), sky130_fd_sc_hd__a32oi_1 (12%) | - |
| Post-synthesis share of cell area spent on xor and xnor gates | 0 | - |
| Number of global-route vias before repair | 4581 | - |
| Final estimated routing congestion in global placement | 0.8038 | - |
| Commonest register cell after synthesis | sky130_fd_sc_hd__edfxtp_1 | - |
| Slowest cell delay on critical path | 0.69 | ns |
| Cells along the critical path | buf_4, buf_4, and3_2, buf_4, nand3_1, o211ai_1 | - |
| Final core occ | 0.3475 | - |
| Number of maximum-capacitance constraint violations | 0 | - |
| CTS Root Buffer Type | sky130_fd_sc_hd__clkbuf_16 | - |
| Part of the total power dissipated in combinational logic | 0.281 | - |
| Mean post-synth cell area | 10.84 | sq um |
| Number of inserted diodes | 0 | - |
| Synthesis area per yosys | 4760 | sq um |
| First DRT Iteration DRCs | 483 | - |
| Register share after synthesis | 0.4038 | - |
| Detailed-router iteration count before antenna repair | 5 | - |
| Standard cell with the maximum stage delay on the critical path | sky130_fd_sc_hd__buf_4 | - |
| Number of distinct library cells after synthesis | 17 | - |
| TritonCTS buffer count | 9 | - |
| Synth-to-Final Area Change | 64.77 | % |
| Top cells by count | sky130_fd_sc_hd__a32oi_1 (64), sky130_fd_sc_hd__edfxtp_1 (64), sky130_fd_sc_hd__inv_1 (64), sky130_fd_sc_hd__nand3_1 (64), sky130_fd_sc_hd__o211ai_1 (64) | - |
| Critical path startpoint category | input port | - |
| Share of post-route cells with drive strength above 1 | 0.1180 | - |
| Highest fanout seen on the critical path | 64 | - |
| Clock network fraction of design power | 0.342 | - |
| Relative slew slack | 0.4399 | - |
| Total of buffers placed on input and output ports | 261 | - |
| Cell count after placement | 947 | - |
| Synthesized instance count | 439 | - |
| Horizontal extent of the die | 171 | um |
| Internal Dissipation | 697.6 | uW |
| CTS H-tree depth | 3 | - |
| Cell class contributing the biggest share of worst-path delay | buffers and inverters | - |
| Overall power after layout | 919.6 | uW |
| Total negative slack for setup checks | 0 | ns |
| Arrival time reported for the critical path endpoint | 4.47 | ns |
| Switching part of the total power | 0.2414 | - |
| Number of slew-limit violations in the final report | 0 | - |
| Number of buffers added to fix hold violations after cts | 0 | - |
| Leakage power summed over all cells | 0.002899 | uW |
| Clock tree from TritonCTS | done | - |
| Highest achievable clock rate | 232.6 | MHz |
| Largest register FFs | 64 | - |
| Largest Register | PC_new | - |
| Bufs and invs on worst path | 3 | - |
| Total gr overflow | 0 | - |
| Total standard cell area after synthesis | 4760 | sq um |
| Die boundary height | 171 | um |
| Final tally of hold violations | 0 | - |
| Buffer count from post-CTS setup fixing | 0 | - |
| Total number of placement rows | 55 | - |
| Register clock-pin slew on the reported worst setup and hold paths | 0.06 | ns |
| Largest combinational cell category by area | AND-OR/OR-AND gates | - |
| Synthesized flop and latch total | 64 | - |
| Type of the setup path with the least slack | input port to register | - |
| Registers with the highest flip-flop counts | PC_new x64 | - |
| Final critical-path required period | 4.299 | ns |
| Fill count | 2254 | - |
| Avg Vias per Cell | 4.789 | - |
| Number of cell instances after yosys synthesis | 439 | - |
| GRT Resource Usage Total | 0.1252 | - |
| Fraction of registers with async set or reset after synthesis | 0 | - |
## per-layer routing
| metal | track usage | vias up | wire length (um) |
|---|---|---|---|
| met1 | 0.1714 | 2166 | 8307 |
| met5 | 0 | - | 0 |
| met3 | 0.04475 | 9 | 2029 |
| met4 | 0.01437 | 0 | 169 |
| met2 | 0.1938 | 228 | 8881 |
| li1 | - | 2209 | - |
## path summary, 6_finish.rpt
check                start    endpoint  slack, ns  cells after the start
setup / recovery  icode[0]   PC_new[4]       5.70                      6
hold / removal    valP[57]  PC_new[57]       2.39                      3
## worst min-delay path, cell delays in order
cell                              delay [ns]
sky130_fd_sc_hd__clkdlybuf4s50_1        0.42
sky130_fd_sc_hd__inv_1                  0.06
sky130_fd_sc_hd__o211ai_1               0.08
## logic make-up (layout without fill, tap and decap cells)
logic type | count (synthesis) | count (layout)
muxes | 64 | 64
buffers and inverters | 112 | 351
and+or+nand+nor | 70 | 70
DFF | 64 | 64
AOI/OAI and AO/OA | 129 | 129
## stage by stage
stage / instance area (sq um) / hold slack, ns / setup WS [ns]
2_1_floorplan: 4760 / 2.239 / 6.216
3_3_place_gp: 7561 / 2.735 / 5.354
3_5_place_dp: 7561 / 2.738 / 5.325
4_1_cts: 7843 / 2.377 / 5.682
5_1_grt: 7843 / 2.392 / 5.540
6_report: 7843 / 2.392 / 5.701
## area by class of cell
type | count | area, sq um | area share
tap | 285 | 356.6 | 0.04547
multi-input combinational | 263 | 2357 | 0.3006
sequential | 64 | 1922 | 0.2451
inverter | 64 | 240.2 | 0.03063
clock inverter | 4 | 45.04 | 0.005743
timing repair buffer | 271 | 2685 | 0.3424
clock buffer | 12 | 236.5 | 0.03015
## layout by cell type, fill, tap and decap left out
master                            netlist  layout
sky130_fd_sc_hd__mux2_1                14      14
sky130_fd_sc_hd__bufinv_16              0       1
sky130_fd_sc_hd__nand3_1               64      64
sky130_fd_sc_hd__a32oi_1               64      64
sky130_fd_sc_hd__clkbuf_1               6       3
sky130_fd_sc_hd__nor2b_4                0       1
sky130_fd_sc_hd__inv_1                 64      64
sky130_fd_sc_hd__nand2_4                0       1
sky130_fd_sc_hd__nand3_4                1       1
sky130_fd_sc_hd__o211ai_1              64      64
sky130_fd_sc_hd__and3_2                 0       1
sky130_fd_sc_hd__nor3b_2                0       1
sky130_fd_sc_hd__nor2b_1                2       1
sky130_fd_sc_hd__buf_4                  1      11
sky130_fd_sc_hd__clkbuf_16              0       9
sky130_fd_sc_hd__o21bai_4               0       1
sky130_fd_sc_hd__clkinv_2               0       3
sky130_fd_sc_hd__mux2_4                50      50
sky130_fd_sc_hd__clkdlybuf4s50_1        0     260
sky130_fd_sc_hd__edfxtp_1              64      64
## power groups by stage
| stage | Combinational, uW | Clock (uW) | Sequential, uW |
|---|---|---|---|
| final | 259 | 315 | 346 |
| after global routing | 279 | 336 | 349 |
| after CTS | 263 | 326 | 347 |
Power and IR drop assume default switching activity.
