## flow/design.v

```verilog
module ADDx1(A, B, C, S, carry);
    input A,B,C;
    output S, carry;
    wire w1, w2, w3;
    xor(w1, A, B);
    xor(S, w1, C);
    and(w2, A, B);
    and(w3, w1, C);
    or(carry, w3, w2);
endmodule
module ADDx64(A, B, sum, OF);
input signed [63:0] A;
input signed [63:0] B;
output signed [63:0] sum;
output OF;
wire [64:0] carry;
assign carry[0]=1'b0;
genvar j;
generate for(j = 0; j < 64; j = j + 1)
begin
    ADDx1 A11(A[j], B[j], carry[j], sum[j], carry[j+1]);
end
endgenerate
wire OF1, OF2, na, nb, ns;
not(ns, sum[63]);
not(nb, B[63]);
not(na, A[63]);
and(OF1, na, nb, sum[63]);
and(OF2, A[63], B[63], ns);
or(OF, OF1, OF2);
endmodule
module ALU(A, B, control, result, overflow);
input signed [63:0] A,B;
input signed [1:0] control;
output signed [63:0] result;
reg signed [63:0] result;
output signed overflow;
reg overflow;
wire signed [63:0] out_sum;
wire signed [63:0] out_diff;
wire signed [63:0] out_and;
wire signed [63:0] out_xor;
wire OF_add, OF_diff;
ADDx64 G1(A, B, out_sum, OF_sum);
SUBx64 G2(A, B, out_diff, OF_diff);
ANDx64 G3(A, B, out_and);
XORx64 G4(A, B, out_xor);
always @(*)
begin
case(control)
2'b00:
begin
result = out_sum;
overflow = OF_sum;
end
2'b01:
begin
result = out_diff;
overflow = OF_diff;
end
2'b10:
begin
result = out_and;
overflow = 0;
end
2'b11:
begin
result = out_xor;
overflow = 0;
end
endcase
end
endmodule
module ANDx64(A, B, out);
input signed [63:0] A;
input signed [63:0] B;
output signed [63:0] out;
genvar j;
generate for(j = 0; j < 64; j = j + 1)
begin
    and(out[j], A[j], B[j]);
end
endgenerate
endmodule
module SUBx1(A, B, borrow_in, borrow_out, diff);
input A, B, borrow_in;
output diff, borrow_out;
xor X1(w1, A, B);
xor X2(diff, w1, borrow_in);
xnor XN1(w2, A, B);
and A1(w3, borrow_in, w2);
not NT1(w4, A);
and A2(w5, w4, B);
or O1(borrow_out, w3, w5);
endmodule
module SUBx64(num1, num2, diff, overflow);
input signed [63:0] num1, num2;
output signed [63:0] diff;
output overflow;
wire b[64:0];
assign b[0]=1'b0;
genvar x;
generate for(x=0;x<64;x=x+1)
begin
    SUBx1 M1(num1[x], num2[x], b[x], b[x+1], diff[x]);
end
endgenerate
xor X1(overflow, b[64], b[63]);
endmodule
module XORx64(num1, num2, result);
input signed[63:0] num1, num2;
output signed[63:0] result;
genvar x;
for(x=0;x<64;x=x+1)
begin
    xor (result[x], num1[x], num2[x]);
end
endmodule
module execute(clk, E_stat, E_icode, E_ifun, E_valC, E_valA, E_valB, E_dstE, E_dstM, W_stat, m_stat, set_cc,
                M_stat, M_icode, M_cnd, M_valE, M_valA, e_valE, M_dstE, M_dstM, e_dstE, e_cnd);
input clk;
input [0:3] E_stat;
input [3:0] E_icode, E_ifun, E_dstE, E_dstM;
input signed [63:0] E_valC, E_valA, E_valB;
input [3:0] W_stat;
input [3:0] m_stat;
input set_cc;
output reg [0:3] M_stat;
output reg [3:0] M_icode;
output reg signed [63:0] M_valE, M_valA, e_valE;
output reg [3:0] M_dstE, M_dstM, e_dstE;
output reg M_cnd;
output reg e_cnd;
reg [2:0] CC;    
initial
begin
    CC[0] = 0;
    CC[1] = 0;
    CC[2] = 0;
end
wire ZF, SF, OF;   
always @(*)
begin
    if(set_cc)
    begin
        CC[2] = OF;
        CC[1] = e_valE[63];
        CC[0] = (e_valE == 0) ? 1'b1:1'b0;
    end
end
wire t_OF1, t_OF2, t_OF3, t_OF4;
wire [63:0] valE_BC, valE_AB, valE_OP, valE_IN, valE_DE;
ALU E1(E_valB, E_valC, 2'b00, valE_BC, t_OF1);
ALU E3(E_valA, E_valB, E_ifun[1:0], valE_OP, OF);
ALU E4(E_valB, 64'd1, 2'b00, valE_IN, t_OF3);
ALU E5(E_valB, 64'd1, 2'b01, valE_DE, t_OF4);
always @(*)
begin
    case(E_icode)
    4'b0010: e_valE = E_valA;        
    4'b0011: e_valE = 0 + E_valC;    
    4'b0100: e_valE = valE_BC;       
    4'b0101: e_valE = valE_BC;       
    4'b0110:                         
    begin
        e_valE=valE_OP;
        if(set_cc)
        begin
            CC[0] = (e_valE == 0) ? 1'b1:1'b0;    
            CC[1] = e_valE[63];                   
            CC[2] = OF;                           
        end
    end
    4'b1000: e_valE = valE_DE;      
    4'b1001: e_valE = valE_IN;      
    4'b1010: e_valE = valE_DE;      
    4'b1011: e_valE = valE_IN;      
    endcase
end
assign ZF = CC[0];
assign SF = CC[1];
assign OF = CC[2];
always @(*)
begin
    if(E_icode == 2 || E_icode == 7)   
    begin
        case(E_ifun)
        4'b0000: e_cnd = 1;            
        4'b0001: e_cnd = (OF^SF)|ZF;   
        4'b0010: e_cnd = (OF^SF);      
        4'b0011: e_cnd = ZF;           
        4'b0100: e_cnd = ~ZF;          
        4'b0101: e_cnd = ~(SF^OF);     
        4'b0110: e_cnd = ~(SF^OF)&~ZF; 
        endcase
    end
end
always @(*)
begin
    if(E_icode == 2 || E_icode == 7)
    begin
        e_dstE = (e_cnd == 1) ? E_dstE : 4'b1111;     
    end
    else
    begin
        e_dstE = E_dstE;
    end
end
always @(posedge clk)
begin
    M_stat <= E_stat;
    M_icode <= E_icode;
    M_cnd <= e_cnd;
    M_valE <= e_valE;
    M_valA <= E_valA;
    M_dstE <= e_dstE;
    M_dstM <= E_dstM;
end
endmodule
```

## flow/run.sh

```bash
#!/bin/bash
# OpenROAD 26Q1-2900-gdf79404cd8, Yosys 0.63+post, stock flow scripts
make -C /OpenROAD-flow-scripts/flow DESIGN_CONFIG=/design/flow/config.mk WORK_HOME=/design/flow/orfs finish
```

## flow/config.mk

```make
export PLATFORM = sky130hd
export DESIGN_NAME = execute
export DESIGN_NICKNAME = execute
export VERILOG_FILES = /design/flow/design.v
export SDC_FILE = /design/flow/constraint.sdc
export NUM_CORES = 4
export LEC_CHECK = 1
export CORE_UTILIZATION = 40
```

## flow/constraint.sdc

```tcl
current_design execute

set clk_period 1.7
set clk_io_pct 0.2

create_clock -name clk0 -period $clk_period [get_ports {clk}]

set non_clock_inputs [all_inputs -no_clocks]
set_input_delay [expr $clk_period * $clk_io_pct] -clock clk0 $non_clock_inputs
set_output_delay [expr $clk_period * $clk_io_pct] -clock clk0 [all_outputs]
```

==> flow_summary.json <==
{
  "post-synth-top-area-cell": "dfxtp_1",
  "top_cells_by_count": "250 x inv_1, 198 x nand2_1, 195 x nor2_1, 181 x o21ai_0, 145 x dfxtp_1",
  "enable_flop_cells": 0,
  "flop_cell": "dfxtp_1",
  "yosys.cell_count.top_type": "inv_1",
  "failed_stage": "synthesis (1_2_yosys)",
  "run_status": "did not finish",
  "yosys_stat_area_um2": 18100,
  "synthTopCellsByArea": "dfxtp_1 16%, ha_1 8.9%, fa_1 6.9%",
  "yosys_warnings": 9,
  "yosys_register_bits": 214,
  "netlist.area_leader.share_pct": 16.1,
  "tool.error": "ERROR: Found 2 problems in 'check -assert'.",
  "yosys_cells": 2381,
  "synth_cell_types": 93,
  "ys_async_sr_fraction_pct": 0
}
-- kinds of logic after synthesis --
logic type               share of synthesized area [%]
AND/OR/NAND/NOR                                   20.7
AND-OR/OR-AND                                     25.9
buffers and inverters                             8.10
adder cells (fa/ha/maj)                           15.7
flip-flops                                        16.1
XOR/XNOR                                          4.84
latches                                           5.75
multiplexers                                      2.91
