==> flow/design.v <==
module decode (
    clk,
    D_icode,D_ifun,D_rA, D_rB, D_valC, D_valP,
    R0,R1,R2,R3,R4,R5,R6,R7,R8,R9,R10,R11,R12,R13,R14,
    D_stat,
    d_srcA, d_srcB,
    E_icode, E_ifun, E_valC, E_valA, E_valB,
    E_srcA, E_srcB, E_dstE, E_dstM,
    E_stat,
    E_bubble,
    e_dstE, e_valE,
    M_dstE, M_valE,
    M_dstM, m_valM, 
    W_dstE, W_valE,
    W_dstM, W_valM,
    W_icode
);
input clk;
input [3:0] D_icode, D_ifun, D_rA, D_rB;
input signed [63:0] D_valC, D_valP;                                 
output reg signed [63:0] R0,R1,R2,R3,R4,R5,R6,R7,                      
                R8,R9,R10,R11,R12,R13,R14;
input [0:3] D_stat;                                              
output reg[3:0] d_srcA, d_srcB;                                  
output reg [3:0] E_icode, E_ifun;                                
output reg signed [63:0] E_valA, E_valB, E_valC;
output reg [3:0] E_srcA, E_srcB, E_dstE, E_dstM;  
output reg [0:3] E_stat;
input E_bubble;                                                  
input [3:0] e_dstE, M_dstE, M_dstM, W_dstE, W_dstM, W_icode;     
input signed [63:0] e_valE, M_valE, m_valM, W_valE, W_valM;             
reg [3:0] d_dstE, d_dstM;
reg [63:0] d_valA, d_valB;                                       
reg [63:0] d_rvalA, d_rvalB;                                     
reg [63:0] register[0:14];                                       
initial
begin
    register[0] = 64'd12;         
    register[1] = 64'd10;         
    register[2] = 64'd101;        
    register[3] = 64'd3;        
    register[4] = 64'd254;        
    register[5] = 64'd50;         
    register[6] = -64'd143;       
    register[7] = 64'd10000;      
    register[8] = 64'd990000;     
    register[9] = -64'd12345;     
    register[10] = 64'd12345;     
    register[11] = 64'd10112;     
    register[12] = 64'd0;         
    register[13] = 64'd1567;      
    register[14] = 64'd8643;      
end
always @(*) 
begin
    if (D_icode==4'h8 | D_icode==4'h7)           
    begin
        d_valA = D_valP;
    end
    else if (d_srcA == e_dstE & e_dstE!=4'hF)    
    begin
        d_valA = e_valE;
    end
    else if (d_srcA == M_dstM & M_dstM!=4'hF)    
    begin
        d_valA = m_valM;
    end
    else if (d_srcA == M_dstE & M_dstE!=4'hF)    
    begin
        d_valA = M_valE;
    end
    else if (d_srcA == W_dstM & W_dstM!=4'hF)    
    begin
        d_valA = W_valM;
    end
    else if (d_srcA == W_dstE & W_dstE!=4'hF)    
    begin
        d_valA = W_valE;
    end
    else                                          
    begin
        d_valA = d_rvalA;
    end
    if (d_srcB == e_dstE & e_dstE!=4'hF)           
    begin
        d_valB = e_valE;
    end
    else if (d_srcB == M_dstM & M_dstM!=4'hF)           
    begin
        d_valB = m_valM;
    end
    else if (d_srcB == M_dstE & M_dstE!=4'hF)           
    begin
        d_valB = M_valE;
    end
    else if (d_srcB == W_dstM & W_dstM!=4'hF)           
    begin
        d_valB = W_valM;
    end
    else if (d_srcB == W_dstE & W_dstE!=4'hF)           
    begin
        d_valB = W_valE;
    end
    else                                 
    begin
        d_valB = d_rvalB;
    end
end
always @(*) 
begin
    if (D_icode==4'h0)       
    begin
    end 
    else if (D_icode==4'h1)  
    begin
    end
    else if (D_icode==4'h2)       
    begin
        d_srcA = D_rA;
        d_dstE = D_rB;
    end 
    else if (D_icode==4'h3)  
    begin
        d_dstE = D_rB;
    end
    else if (D_icode==4'h4)  
    begin
        d_srcA = D_rA;
        d_srcB = D_rB;
    end
    else if (D_icode==4'h5)  
    begin
        d_srcB = D_rB;
        d_dstM = D_rA;
    end
    else if (D_icode==4'h6)  
    begin
        d_srcA = D_rA;
        d_srcB = D_rB;
        d_dstE = D_rB;
    end
    else if (D_icode==4'h7)  
    begin
    end
    else if (D_icode==4'h8)  
    begin
        d_srcB = 4;
        d_dstE = 4;
    end
    else if (D_icode==4'h9)  
    begin
        d_srcA = 4;
        d_srcB = 4;
        d_dstE = 4;
    end
    else if (D_icode==4'hA)  
    begin
        d_srcA = D_rA;
        d_srcB = 4;
        d_dstE = 4;
    end
    else if (D_icode==4'hB)  
    begin
        d_srcA = 4;
        d_srcB = 4;
        d_dstE = 4;
        d_dstM = D_rA;
    end
    else                     
    begin
        d_srcA = 4'hF;
        d_srcB = 4'hF;
        d_dstE = 4'hF;
        d_dstM = 4'hF;
    end
end
always @(*) 
begin
    case (D_icode)
    4'h0: 
    begin
    end
    4'h1: 
    begin
    end
    4'h2: 
    begin
        d_rvalA = register[D_rA];
        d_rvalB = 64'b0;
    end
    4'h3: 
    begin
        d_rvalB = 64'b0;
    end
    4'h4: 
    begin
        d_rvalA = register[D_rA];
        d_rvalB = register[D_rB];
    end
    4'h5: 
    begin
        d_rvalB = register[D_rB];
    end
    4'h6: 
    begin
        d_rvalA = register[D_rA];
        d_rvalB = register[D_rB];
    end
    4'h7:
    begin
    end
    4'h8:
    begin
        d_rvalB = register[4];
    end
    4'h9:
    begin
        d_rvalA = register[4];
        d_rvalB = register[4];
    end
    4'hA:
    begin
        d_rvalA = register[D_rA];
        d_rvalB = register[4];
    end
    4'hB:
    begin
        d_rvalA = register[4];
        d_rvalB = register[4];
    end
endcase
end
always @(posedge clk )
begin
    if (E_bubble==1'b1)  
    begin
        E_icode <= 4'h1;
        E_ifun <= 4'h0;
        E_valC <= 4'h0;
        E_valA <= 4'h0;
        E_valB <= 4'h0;
        E_dstE <= 4'hF;
        E_dstM <= 4'hF;
        E_srcA <= 4'hF;
        E_srcB <= 4'hF;
        E_stat <= 4'h8;
    end    
    else                 
    begin
        E_icode <= D_icode;
        E_ifun <= D_ifun;
        E_srcA <= d_srcA;
        E_srcB <= d_srcB;
        E_dstE <= d_dstE;
        E_dstM <= d_dstM;
        E_valA <= d_valA;
        E_valB <= d_valB;
        E_valC <= D_valC;
        E_stat <= D_stat;
    end
end
always @(posedge clk )
begin
    case (W_icode)
    4'h0: 
    begin
    end
    4'h1: 
    begin
    end
    4'h2: 
    begin
        register[W_dstE] = W_valE;
    end
    4'h3: 
    begin
        register[W_dstE] = W_valE;
    end
    4'h4: 
    begin
    end
    4'h5: 
    begin
        register[W_dstM] = W_valM;
    end
    4'h6: 
    begin
        register[W_dstE] = W_valE;
    end
    4'h7:
    begin
    end
    4'h8:
    begin
        register[W_dstE] = W_valE;
    end
    4'h9:
    begin
        register[W_dstE] = W_valE;
    end
    4'hA:
    begin
        register[W_dstE] = W_valE;
    end
    4'hB:
    begin
        register[W_dstE] = W_valE;
        register[W_dstM] = W_valM;
    end
endcase     
end
always @(posedge clk )
begin
    R0 <= register[0];
    R1 <= register[1];
    R2 <= register[2];
    R3 <= register[3];
    R4 <= register[4];
    R5 <= register[5];
    R6 <= register[6];
    R7 <= register[7];
    R8 <= register[8];
    R9 <= register[9];
    R10 <= register[10];
    R11 <= register[11];
    R12 <= register[12];
    R13 <= register[13];
    R14 <= register[14];
end
endmodule
==> flow/run.sh <==
#!/bin/bash
# OpenROAD 26Q1-2900-gdf79404cd8, Yosys 0.63+post, stock flow scripts
make -C /OpenROAD-flow-scripts/flow DESIGN_CONFIG=/design/flow/config.mk WORK_HOME=/design/flow/orfs finish
==> flow/config.mk <==
export PLATFORM = sky130hd
export DESIGN_NAME = decode
export DESIGN_NICKNAME = decode
export VERILOG_FILES = /design/flow/design.v
export SDC_FILE = /design/flow/constraint.sdc
export NUM_CORES = 4
export LEC_CHECK = 1
export CORE_AREA = 10 10 846 846
export DIE_AREA = 0 0 856 856
==> flow/constraint.sdc <==
current_design decode

set clk_period 26.2
set clk_io_pct 0.2

create_clock -name clk0 -period $clk_period [get_ports {clk}]

set non_clock_inputs [all_inputs -no_clocks]
set_input_delay [expr $clk_period * $clk_io_pct] -clock clk0 $non_clock_inputs
set_output_delay [expr $clk_period * $clk_io_pct] -clock clk0 [all_outputs]
==> results.cfg <==
; physical design summary
[yosys]
ys_ff = 2348
async_flop_share_pct = 0
topCellsByArea = edfxtp_1 33%, dfxtp_1 25%, mux4_2 15%
synth_cell_type_count = 57
synth_top_area_share_pct = 32.6
yosys.area.top_type = edfxtp_1
yosysChipArea_um2 = 94400
syn_area_um2 = 94400
synth-warning-count = 1
edf_count = 1024
syn_inst = 5955
yosys_cells = 5955
synth_top_flop_cell = dfxtp_1
avgSynthCellArea_um2 = 15.9

[die]
fp-row-count = 307
die_area_um2 = 733000
core_region_area_um2 = 698000
boundaryPins = 1682
fp_util_pct = 13.5
die_x_um = 856
dieHeight_um = 856

[setup_path]
endpoint_kind = flop
path_max_fanout = 24
critPathLaunchType = input port
worstSetupPathType = in -> reg
worstPathRequired_ps = 26910
crit_start = W_icode[2]
critPathArrivalTime_ps = 9920
timing.rr.start = register[4][20]$_DFFE_PP_

[global_routing]
grt_util_all_layers_pct = 18.7
grt_antenna_before_repair = 281
overflow = 0
grt_max_degree = 57
grt_pass1_vias = 70800
grt_first_pass_wirelength_um = 856000

[clocking]
cts_buffer_depth = 4
cts_resized = 0
cts_hold_buf = 0
cts_setup_buffers = 0
htree_levels = 5
clkSlewWorstSetupHoldPaths_ps = 60
tritoncts = done
clock-root-buffer = clkbuf_16
clkLatencyLatePin_ps = 1000
numCtsBuffers = 280

[final_layout]
area_delta_synth_final_pct = 41.0
n_fill_cell = 74400
final_layout_top_logic_cell = clkdlybuf4s50_1
comb_area_um2 = 35700
largest_register_ffs = 1024
stdcell_area_um2 = 133000
ff_latch_area_um2 = 56500
lay_top_cells = 1,672 x clkdlybuf4s50_1, 1,180 x dfxtp_1, 1,086 x mux2_2
final_core_util_pct = 19.1
drive_gt1_share_pct = 33.7

[sta]
finClkSkew_ps = 66.0
min_period_ps = 9210
unconstrained_endpoints = 152
finalSetupViolations = 0
tightest_slew_ps = 1130
setup_tns_ps = 0
unclocked_pins = 144
slew_violations = 0
slew_headroom_pct = 24.6
timing.fmax_mhz = 109
grt_setup_unrepaired = false
finalCritPeriodShare_pct = 35.1
hold_violations = 0

[run]
warnings = 26
maxCapViolCount = 0

[power_and_ir_drop]
p_leak_uw = 0.0442
power_density_nw_per_um2 = 67.0
peakVddDrop_mv = 0.0490

[routing]
vias = 69300
drcViolationCount = 0
wl_per_cell_um = 39.7
drt_pass1_iterations = 8
wirelength_um = 688000
drt_iter0_drc = 6550
ant_nets = 0
routed_via_density = 4.00

[placed_design]
dpl.hpwl_um = 536000
place.gp.congestion = 0.957
postPlaceCellArea_um2 = 123000
port_buffers = 1681

[outcome]
status = finished clean

[hold_path]
hold_path.class = reg -> reg
hp-start = register[11][29]$_DFFE_PP_
[cell families after synthesis]
| logic type | share of synthesized area, % |
|---|---|
| latches | 2.29 |
| compound gates | 5.77 |
| mux | 28.3 |
| flops | 57.6 |
| xor+xnor | 0.352 |
| buf+inv | 2.87 |
| simple gates | 2.88 |
[metrics by stage]
step	cells	hold slack (ps)	setup slack (ps)	power [µW]
2_1_floorplan	5955	359	15220	4260
3_3_place_gp	16700	368	15840	4920
3_5_place_dp	16700	373	15960	4920
4_1_cts	17200	365	17050	9030
5_1_grt	17300	379	16950	9180
6_report	17300	364	16990	8920
[final timing paths]
check,slack [ps],depth (start not counted),endpoint
worst max-delay path,16990,11,register[2][37]$_DFFE_PP_
worst min-delay path,360,0,R11[29]$_DFF_P_
worst max register to register,25160,0,R4[20]$_DFF_P_
worst min register to register,360,0,R11[29]$_DFF_P_
[layer usage]
layer,vias up,global-route usage (%),routed length [µm]
met5,-,0.110,687
met4,90,12.4,59700
met3,1461,10.4,88400
met2,5408,28.4,309000
met1,35400,19.9,230000
li1,27000,-,-
[power by group]
| group | switching (µW) | leakage [µW] | internal (µW) | total, µW |
|---|---|---|---|---|
| clock network | 1770 | 0.00464 | 2310 | 4080 |
| logic | 524 | 0.0192 | 456 | 980 |
| registers | 122 | 0.0203 | 3740 | 3870 |
[layout make-up]
type | instances | share of cell area [%]
Antenna cell | 159 | 0.299
Clock buffer | 380 | 5.96
Clock inverter | 135 | 1.20
Inverter | 1 | 0.00282
Multi-Input combinational cell | 3027 | 26.8
Sequential cell | 2348 | 42.5
Tap cell | 9270 | 8.71
Timing Repair Buffer | 2016 | 14.6
[Yosys cell counts, drive strengths merged (5+ instances only)]
master	number
a311o	64
a2111oi	64
a211oi	64
or2	26
a222oi	64
mux4	640
o22ai	9
a32o	64
xor2	22
nand2b	6
mux2	1090
nor2b	79
a2bb2oi	64
nor2	224
and3	66
clkbuf	352
a21oi	66
o21ai	206
buf	227
nand2	146
dfxtp	1180
nand3	5
xnor2	16
nand4	7
edfxtp	1024
dlxtn	144
nor3	7
[critical path: stages]
cell	delay [ps]
clkdlybuf4s50_1	590
nor3b_1	380
o21ai_1	340
nor2_1	300
nand2_1	420
nor3_2	290
buf_4	430
buf_4	470
buf_4	370
buf_4	520
mux2_2	400
Power and IR drop assume default switching activity.
